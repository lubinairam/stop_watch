[flow/config.mk]
export PLATFORM = sky130hd
export DESIGN_NAME = stopwatch_unit
export DESIGN_NICKNAME = stopwatch_unit
export VERILOG_FILES = /design/flow/design.v
export SDC_FILE = /design/flow/constraint.sdc
export NUM_CORES = 4
export LEC_CHECK = 1
export CORE_UTILIZATION = 40
[flow/design.v]
`timescale 1ns / 1ps
module displayMux
	( 
	  input wire clk,                              
	  input wire [7:0]hex7, hex6, hex5, hex4, hex3, hex2, hex1, hex0,     
	  input wire [7:0] dp_in,                      
	  output reg [7:0] an,                         
	  output reg [7:0] sseg                        
	);
	localparam N = 20;
	reg [N-1:0] q_reg;
	wire [N-1:0] q_next;
	reg [6:0] hex_in;
	reg dp;
	always @(posedge clk)
              q_reg <= q_next; 
	assign q_next = q_reg + 1;
	always @*
	   case (q_reg[N-1:N-3])
	3'b000:
	           begin 
		   an = 8'b11111110;
                   hex_in = hex0;
		   dp = dp_in[0];
                   end
	3'b001:
                   begin 
		   an = 8'b11111101;
                   hex_in = hex1;
		   dp = dp_in[1];
                   end
	3'b010:
	           begin 
		   an =8'b11111011;
                   hex_in = hex2;
		   dp = dp_in[2];
                   end	
     3'b011:				
                   begin 
		   an = 8'b11110111;
                   hex_in = hex3;
		   dp = dp_in[3];
                   end	
      3'b100:				
                   begin 
             an =8'b11101111;
                 hex_in = hex4;
              dp = dp_in[4];
                    end
      3'b101:			
                    begin 
              an = 8'b11011111;
                 hex_in = hex5;
                dp = dp_in[5];
                     end
       3'b110:				
                  begin     
              an = 8'b10111111;
                hex_in = hex6;
               dp = dp_in[6];
                   end
       3'b111:
                 begin 
               an = 8'b01111111;
                 hex_in = hex7;
                  dp = dp_in[7];
                    end        	
                default:
                   begin 
                   an = 8'b00000000;
		   dp = 1'b1;
                   end
           endcase 			
	always @*
        begin 
         case(hex_in)
	       4'h0: sseg[6:0] = 7'b0000001;
	       4'h1: sseg[6:0] = 7'b1001111;
	       4'h2: sseg[6:0] = 7'b0010010;
	       4'h3: sseg[6:0] = 7'b0000110;
	       4'h4: sseg[6:0] = 7'b1001100;
	       4'h5: sseg[6:0] = 7'b0100100;
	       4'h6: sseg[6:0] = 7'b0100000;
	       4'h7: sseg[6:0] = 7'b0001111;
	       4'h8: sseg[6:0] = 7'b0000000;
	       4'h9: sseg[6:0] = 7'b0000100;
	       4'ha: sseg[6:0] = 7'b0001000;
	       4'hb: sseg[6:0] = 7'b1100000;
	       4'hc: sseg[6:0] = 7'b0110001;
	       4'hd: sseg[6:0] = 7'b1000010;
	       4'he: sseg[6:0] = 7'b0110000;
	       default: sseg[6:0] = 7'b0111000;  
	  endcase 
	  sseg[7] = dp;
         end 
endmodule 
module stop_watch
	(
	  input wire clk,
	  input wire go, stop, clr, 
	  output wire [7:0] d7, d6,d5, d4, d3, d2, d1, d0
	);
	reg state_reg, state_next;            
	localparam off = 1'b0,                
	           on = 1'b1;
   always @(posedge clk, posedge clr)
       if(clr)
	 state_reg <= 0;
       else 
         state_reg <= state_next;
   always @*
       case(state_reg)
         off:begin
	     if(go)
                state_next = on;
	     else 
		state_next = off;
	     end
         on: begin
	     if(stop)
               state_next = off;
	     else 
	       state_next = on;
             end
        endcase		
     localparam divisor = 5000000;                   
	reg [26:0] sec_reg;                              
	wire [26:0] sec_next;                            
	reg [5:0] d5_reg,d4_reg, d3_reg, d2_reg, d1_reg, d0_reg;        
	wire [5:0] d5_next, d4_next, d3_next, d2_next, d1_next, d0_next;   
	wire d5_en, d4_en, d3_en, d2_en, d1_en, d0_en;                 
	wire sec_tick, d0_tick, d1_tick, d2_tick, d3_tick, d4_tick;        
	always @(posedge clk)
	    begin
	       sec_reg <= sec_next;
	       d0_reg  <= d0_next;
	       d1_reg  <= d1_next;
	       d2_reg  <= d2_next; 
	       d3_reg  <= d3_next;
	       d4_reg  <= d4_next;
	       d5_reg  <= d5_next;
            end
	assign sec_next = (clr || sec_reg == divisor && (state_reg == on)) ? 6'b0 : 
	                  (state_reg == on) ? sec_reg + 1 : sec_reg;
	assign sec_tick = (sec_reg == divisor) ? 1'b1 : 1'b0;
	assign d0_en   = sec_tick; 
	assign d0_next = (clr || (d0_en && d0_reg == 9)) ? 6'b0 : 
	                  d0_en ? d0_reg + 1 : d0_reg; 
	assign d0_tick = (d0_reg == 9) ? 1'b1 : 1'b0;
	assign d1_en = sec_tick & d0_tick; 
	assign d1_next = (clr || (d1_en && d1_reg == 5)) ? 6'b0 : 
	                  d1_en ? d1_reg + 1 : d1_reg; 	
	assign d1_tick = (d1_reg == 5) ? 1'b1 : 1'b0;
	assign d2_en = sec_tick & d0_tick & d1_tick; 
	assign d2_next = (clr || (d2_en && d2_reg == 9)) ?6'b0 : 
	                  d2_en ? d2_reg + 1 : d2_reg;
        assign d2_tick = (d2_reg == 9) ? 1'b1 : 1'b0;	
	assign d3_en = sec_tick & d0_tick & d1_tick & d2_tick; 
	assign d3_next = (clr || (d3_en && d3_reg == 5)) ? 6'b0 : 
	                  d3_en ? d3_reg + 1 : d3_reg;
    assign d3_tick = (d3_reg == 5) ? 1'b1 : 1'b0;
    assign d4_en = sec_tick & d0_tick & d1_tick & d2_tick & d3_tick; 
    assign d4_next = (clr || (d4_en && d4_reg == 9)) ? 6'b0 : 
                        d4_en ? d4_reg + 1 : d4_reg;
    assign d4_tick = (d4_reg == 9 ) ? 1'b1 : 1'b0;
    assign d5_en = sec_tick & d0_tick & d1_tick & d2_tick & d3_tick & d4_tick; 
     assign d5_next = (clr || (d5_en && d5_reg == 5)) ? 6'b0 : 
                        d5_en ? d5_reg + 1 : d5_reg;
       assign d0 = d0_reg;
       assign d1 = d1_reg; 
       assign d2 = d2_reg;
       assign d3 = d3_reg;
       assign d4 = d4_reg;
       assign d5 = d5_reg; 
  endmodule 
module stopwatch_unit
	( 
	  input wire clk, go, stop, clr,       
	  output wire [7:0] an,                
	  output wire [7:0] sseg               
	);
	wire [7:0] d7, d6, d5, d4, d3, d2, d1, d0;
	stop_watch timer1 (.clk(clk), .go(go), .stop(stop), .clr(clr),.d7(d7),.d6(d6), .d5(d5), .d4(d4), .d3(d3), .d2(d2), .d1(d1), .d0(d0));
	displayMux display_unit (.clk(clk),.hex7(d7),.hex6(d6), .hex5(d5), .hex4(d4), .hex3(d3), .hex2(d2), .hex1(d1), .hex0(d0), .dp_in(8'b11111111), .an(an), .sseg(sseg));
endmodule 
[flow/constraint.sdc]
current_design stopwatch_unit

set clk_period 3.5
set clk_io_pct 0.2

create_clock -name clk0 -period $clk_period [get_ports {clk}]

set non_clock_inputs [all_inputs -no_clocks]
set_input_delay [expr $clk_period * $clk_io_pct] -clock clk0 $non_clock_inputs
set_output_delay [expr $clk_period * $clk_io_pct] -clock clk0 [all_outputs]
[flow/run.sh]
#!/bin/bash
# OpenROAD 26Q1-2900-gdf79404cd8, Yosys 0.63+post, stock flow scripts
make -C /OpenROAD-flow-scripts/flow DESIGN_CONFIG=/design/flow/config.mk WORK_HOME=/design/flow/orfs finish
==> results.tsv <==
stage	metric	value	unit
finish	share of post-route cells with drive strength above 1	0.126	
drt	Total Wirelength	11000	um
placed_design	RePlAce Congestion	0.863	
timing	worst setup margin	0.0268	ns
floorplan	Ports	20	
job	Max Cap Violations	0	
drt	wire per inst	14.9	um
timing	Fmax	288	MHz
drt	Detail Route Antenna Nets	0	
clock_network	CTS sink cnt	84	
yosys	EDFF count, synth	0	
clock_network	CTS Buf Count	9	
yosys	ys async rst share	0.0119	
global_routing	first-pass GRT wire length	18500	um
yosys	Post-Syn Area	4830	um2
global_routing	initial antenna violation count	0	
global_routing	grt ovf	0	
finish	Top cells excl fill/tap	dfxtp_1 (80), nor2_1 (53), nand2_1 (37), xnor2_1 (31), nand3_1 (29)	
yosys	Seq share, synth	0.349	
job	OpenROAD warnings	39	
finish	Core Util, Final	0.481	
yosys	Top FF cell, synth	dfxtp_1	
drt	DR pass1 iterations	5	
timing	Slew @ Worst Pin	0.773	ns
timing	Final Hold Vio Count	0	
clock_network	htree depth	3	
timing	final worst-path cycle share	0.992	
timing	Max transition margin	0.480	
floorplan	site row count	39	
critical_path	crit path DAT	2.77	ns
clock_network	CTS root buffer	clkbuf_16	
drt	uppermost layer routed	met4	
yosys	Yosys Warn Count	16	
global_routing	number of global-route vias before repair	3730	
floorplan	starting density of the core	0.416	
finish	Largest register FFs	27	
clock_network	Post-CTS Hold Fix Bufs	0	
yosys	Synth cell types	69	
drt	met2 wire len	4640	um
timing	max-slew violation count	0	
floorplan	Chip Width	112	um
global_routing	largest net degree at the start of global routing	36	
finish	final std cells w/o fill	739	
placed_design	# placed instances	721	
power_and_ir_drop	Worst IR Drop VDD	302	uV
timing	RSZ-0062 raised after global routing	true	
drt	Via Count	4163	
timing	fin crit period	3.47	ns
clock_network	TritonCTS clock tree	yes	
floorplan	Die Ht	112	um
floorplan	Die ar.	12500	um2
yosys	Cells after Synth	572	
placed_design	setup slack at placement	0.177	ns
drt	met3 wire len	460	um
yosys	Flops after synth	84	
floorplan	core area	11600	um2
timing	Final Skew	0.00636	ns
hold_path	worst hold path type	flip-flop to flip-flop	
clock_network	clk latency of the worst-skew pair	0.34	ns
critical_path	critical path class	flip-flop to output pin	
timing	Hold Slack	0.437	ns
yosys	Syn Area/Cell	8.45	um2
drt	diode count	0	
clock_network	clock buffer depth	2	
critical_path	critical path startpoint category	flip-flop	
yosys	# Cells Yosys	572	
drt	wl on met1	5770	um
yosys	yosys stat chip area	4830	um2
critical_path	Worst setup EP type	output pin	
finish	Commonest Layout Cell	dfxtp_1	
clock_network	Worst-path clk slew	0.06	ns
critical_path	Worst Path Required	2.80	ns
placed_design	dpl hpwl	7810	um
drt	first-iteration detailed-routing DRC count	360	
power_and_ir_drop	power density cells	351	nW/um2
run_status	status	completed	
drt	drt via density	5.63	
finish	Layout area overhead	15.5	%
drt	DRC viols	0	
critical_path	crit-path max FO	7	
power_and_ir_drop	total power	0.00196	W
power_and_ir_drop	P_leak	1.94	nW
placed_design	Port Buffer Count	18	
timing	final setup vio count	0	
global_routing	All-Layer GR Usage	0.184	
-- per-stage QoR --
stage / TNS, ns / instance area (um2)
finish: 0 / 5580
global route: -0.160 / 5580
CTS: 0 / 5510
global placement: 0 / 5160
floorplan: 0 / 4830
detailed placement: 0 / 5160
-- power breakdown --
group / switching [W] / internal (W)
logic: 0.0000257 / 0.0000193
registers: 0.00000865 / 0.000960
clock network: 0.000381 / 0.000567
-- critical path: stages (launching register included) --
cell and delay [ns]:
dfxtp_4 0.37, buf_6 0.12, or3_4 0.36, and2_4 0.16
o32a_1 0.28, ha_2 0.21, mux2_2 0.26, a211o_1 0.28
clkdlybuf4s50_1 0.40
-- synth_stat cells (3+ instances only) --
cell,n,area [um2]
a21oi_1,30,150
and4_1,4,35.0
o21ai_0,21,105
and4b_1,3,30.0
nor4b_1,6,52.6
a31oi_1,4,25.0
mux2i_1,7,70.1
o31ai_1,6,45.0
or2_2,5,31.3
nor3_1,23,115
xor2_1,15,131
and3_1,11,68.8
or4_1,13,97.6
xnor2_1,31,272
nand4_1,21,131
clkbuf_1,16,60.1
or4_4,4,45.0
nand3_1,29,145
or3_1,11,68.8
and2_1,8,50.1
nor4_1,9,56.3
ha_1,22,275
nor3b_1,3,22.5
o41ai_1,3,26.3
dfxtp_1,83,1660
nor2_1,54,203
mux2_1,3,33.8
nor2b_1,5,31.3
nand3_2,3,30.0
nand3b_1,5,37.5
nand2_1,38,143
buf_4,5,37.5
inv_1,25,93.8
-- per-layer routing --
metal | vias to the layer above | global-route usage
met1 | 1958 | 0.296
met4 | 0 | 0.0270
met2 | 76 | 0.264
met5 | - | 0
li1 | 2120 | -
met3 | 9 | 0.0355
-- timing repair --
item | 4_1_cts | 5_1_grt
buffers inserted | 3 | 0
hold endpoints to repair | 0 | 0
cloned | 0 | 0
resized | 15 | 19
pin swaps | 5 | 9
setup endpoints to repair | 7 | 7
-- final cells by class --
cell class / instances / area (um2)
clock buffers: 11 / 243
clock inverters: 4 / 50.0
fillers: 1069 / 6030
inverters: 25 / 93.8
multi-input cells: 436 / 2990
flip-flops and latches: 84 / 1690
well taps: 143 / 179
repair buffers: 36 / 333
-- path summary, 6_finish.rpt --
| check | to | slack (ns) | cells past startpoint | startpoint |
|---|---|---|---|---|
| setup reg to reg | timer1.d2_reg[2] | 0.58 | 5 | timer1.sec_reg[4] |
| min in group asynchronous | timer1.state_reg | 1.00 | 2 | clr |
| max in group asynchronous | timer1.state_reg | 2.27 | 2 | clr |
| setup / recovery | sseg[3] | 0.03 | 8 | display_unit.q_reg[18] |
| hold / removal | display_unit.q_reg[0] | 0.44 | 1 | display_unit.q_reg[0] |
| hold reg to reg | display_unit.q_reg[0] | 0.44 | 1 | display_unit.q_reg[0] |
-- cell families (layout without fill, tap and decap cells) --
kind of cell,after synthesis,after routing,share of synthesized area
AOI/OAI and AO/OA,90,90,0.118
adders and majority gates,22,22,0.0569
other,1,1,0.000776
xor gates and xnor gates,46,46,0.0834
muxes,13,13,0.0308
buffers and inverters,52,76,0.0502
and+or+nand+nor,264,264,0.311
DFF,84,84,0.349
No activity file was given, so power comes from the tool's default toggle rates.
